===== flow/config.mk =====
export PLATFORM = sky130hd
export DESIGN_NAME = unidad_aritmetica
export DESIGN_NICKNAME = unidad_aritmetica
export VERILOG_FILES = /design/flow/design.v
export SDC_FILE = /design/flow/constraint.sdc
export NUM_CORES = 4
export LEC_CHECK = 1
export CORE_UTILIZATION = 40

===== flow/constraint.sdc =====
current_design unidad_aritmetica

set clk_period 18.2
set clk_io_pct 0.2

create_clock -name clk0 -period $clk_period

set non_clock_inputs [all_inputs -no_clocks]
set_input_delay [expr $clk_period * $clk_io_pct] -clock clk0 $non_clock_inputs
set_output_delay [expr $clk_period * $clk_io_pct] -clock clk0 [all_outputs]

===== flow/design.v =====
`timescale 1ns / 1ps
module unidad_aritmetica#(parameter largo=24)(a,b,func,y_sal,overflow_o);
input signed [largo:0] a, b;
input signed [1:0] func;
output wire signed [largo:0] y_sal;
output wire signed overflow_o;
localparam 
suma = 2'h1,
multiplicacion = 2'h2;
reg [largo:0] maxpon,minpon;
reg [(2*largo+1):0] y1;
reg [largo:0] y;
reg overflow;
always@* 
	begin
		maxpon = (2**(largo)-1);
		minpon = -(2**(largo));
	end
always@*
begin
	overflow = 1'b0;
	case (func)
		suma:
		begin  
		y = a + b;
		if(a[largo]==1 && b[largo]==1 && y[largo]==0)
				begin
				y = minpon;
				overflow = 1'b1;
				end
		else 
			begin
				if(a[largo]==0 && b[largo]==0  && y[largo]==1)
					begin
					y = maxpon;
					overflow = 1'b1;
					end
				else 
					begin
					overflow = 1'b0;
					end
			end
		end
		multiplicacion: 
		begin  
			y1 = a * b;
			y = y1[40:16];
			if(a[largo]==1 && b[largo]==1 && y1[largo]==0)
				begin
				y = minpon;
				overflow = 1'b1;
				end
			else 
				begin
				if(a[largo]==1 && b[largo]==0  && y1[largo]==0)
					begin
					y = minpon;
					overflow = 1'b1;
					end
				else 
					begin
					if(a[largo]==0 && b[largo]==1  && y1[largo]==0)
						begin
						y = minpon;
						overflow = 1'b1;
						end
					else 
						begin
						if(a[largo]==0 && b[largo]==0  && y1[largo]==1)
							begin
							y = maxpon;
							overflow = 1'b1;
							end
						else
							begin
							overflow = 1'b0;
							end
						end
					end
				end
		end
		default: y = 25'sb1111_1111_1111_1111_1111_1111_1;
		endcase
end
assign overflow_o = overflow; 
assign y_sal = y;
endmodule

===== flow/run.sh =====
#!/bin/bash
# OpenROAD 26Q1-2900-gdf79404cd8, Yosys 0.63+post, stock flow scripts
make -C /OpenROAD-flow-scripts/flow DESIGN_CONFIG=/design/flow/config.mk WORK_HOME=/design/flow/orfs finish

==> flow_summary.toml <==
# implementation run metrics
[outcome]
outcome = "finished clean"

[floorplanning]
initial_utilization = 0.4086
design.core.area_mm2 = 0.05172
die_w_um = 231.9
die_height_um = 231.9
num_rows = 83
boundaryPins = 78
floorplan.die_area_mm2 = 0.05375

[detailed_routing]
drt_pass1_iterations = 5
postRouteAntennaNets = 0
final_routed_wirelength_mm = 61.63
post_drt_wl_per_cell_um = 20.17
routed_via_density = 5.144
violation_count_after_the_first_detailed_route_iteration = 575
drc_errors = 0
num_vias = 15720

[cells_and_area]
synthToLayoutAreaGrowth_pct = 7.685
filler_cell_count = 4901
register_area_um2 = 0
n_clock_buffer = 0
sequential_cell_total = 0
proportion_of_layout_cells_with_a_drive_suffix_above_1 = 0.03159

[sta]
maxClockFrequency_ghz = 0.06441
worstMarginPinSlew_ns = 0.7416
final_max_slew_viol_count = 0
setup_viol = 0
max_slew_margin = 0.5051
post_route_minimum_period_ns = 15.53
finalSetupTns_ns = 0
fin_hold_ws_ns = 8.456
finalClockPeriodUsage = 0.8531
rsz_0062_raised_after_global_routing = "false"
hold_viol_final = 0

[pwr]
power_switching_w = 0.006238
cell_internal_pwr_w = 0.004565
power.leakage_nw = 11.35
power.switching_fraction = 0.5774
worst_vdd_drop_v = 0.0007962
power.density_mw_per_mm2 = 474.7

[place]
gp_routability_congestion = 0.9433
dp_hpwl_mm = 46.52
placement.io_buffers = 78

[global_route]
grt_max_degree = 27
antenna_found_initial = 0
grt-ovfl-total = 0
grt_pass1_vias = 17360
gr-usage-all-layers = 0.2576
grt_pass1_wl_mm = 97.56

[setup_path]
arrival_ns = 11.89
setup.worst_path.class = "input port to primary output"
critical_path.max_fanout = 13
end_kind = "primary output"
worst_ep_required_time_ns = 14.56
critical_path.startpoint_type = "input port"

[yosys]
synth_cells = 2352
syn_area_mm2 = 0.02113
synthDominantCellAreaShare = 0.5239
yosysCellCount = 2352
synth_seq_share = 0
ys_top_cells_by_area = "fa_1, inv_1, ha_1"
synth-warning-count = 1
synthesis.area_per_instance_um2 = 8.985
synth_area_leader_cell = "fa_1"
ys_chip_area_mm2 = 0.02113
count_of_different_cell_masters_after_synthesis = 64

[clocking]
cts-resized-gates = 0
cts_post_setup_buffers_inserted = 0
hold_buffers = 0

[worst_hold_path]
hold_path.class = "input port to primary output"

[run]
cap_violations = 0
tool_warnings = 36
==> kinds of logic after synthesis <==
group,Yosys count,synth area share
buffers and inverters,666,0.1186
muxes,4,0.002131
adders and majority gates,711,0.6174
and+or+nand+nor,691,0.1655
AOI/OAI and AO/OA,217,0.06986
xor gates and xnor gates,63,0.02647
==> power by group through the flow <==
stage | sequential (W) | combinational [W] | clock (W)
4_1_cts | 0 | 0.0110 | 0
5_1_grt | 0 | 0.0120 | 0
==> metrics by stage <==
stage          setup slack [ns]  area [um^2]  utilization  power (W)  cells
3_3_place_gp              2.732        22750       0.4400    0.01091   3054
4_1_cts                   2.685        22750       0.4400    0.01096   3054
5_1_grt                   2.403        22750       0.4400    0.01200   3054
3_5_place_dp              2.713        22750       0.4400    0.01089   3054
2_1_floorplan             4.567        21130            -   0.007729   2352
6_report                  2.673        22760       0.4400    0.01080   3055
==> routing by layer <==
metal | GRT usage | up-vias | share of wire | routed length (um)
li1 | - | 6994 | - | -
met1 | 0.3148 | 7913 | 0.36 | 22190
met2 | 0.4219 | 705 | 0.50 | 30760
met3 | 0.1219 | 100 | 0.11 | 6935
met4 | 0.05469 | 4 | 0.028 | 1697
met5 | 0.007353 | - | 0.00088 | 54
==> final timing paths <==
kind     from         end  slack [ns]  depth (start not counted)
max     a[11]   y_sal[21]        2.67                         25
min   func[0]  overflow_o        8.46                          5
==> cells in the final DEF (no fill, tap or decap), drive strengths merged, types with 46 or more instances in the layout <==
cell | netlist | routed
inv | 556 | 556
fa | 553 | 553
and2 | 304 | 304
nand2 | 275 | 275
ha | 158 | 158
clkdlybuf4s50 | 0 | 78
buf | 6 | 54
o21ai | 53 | 53
a21oi | 48 | 48
nor2 | 47 | 47
xnor2 | 46 | 46
==> synthesized netlist by cell type, drive strengths merged, types with 3 or more instances <==
cell / n
a21o: 19
nor2b: 7
a221o: 4
and3: 8
inv: 556
xor2: 17
o21bai: 5
nand3: 9
clkbuf: 104
mux2i: 3
a31oi: 10
nor3: 15
fa: 553
a21oi: 48
nand4: 7
o21a: 11
o21ai: 53
nand2: 275
buf: 6
a21boi: 4
a31o: 5
a221oi: 3
nor2: 47
nand2b: 7
and4: 3
ha: 158
o2111ai: 4
o211ai: 20
and2: 304
xnor2: 46
a211oi: 11
==> worst max-delay path, cell delays in order <==
cell and delay [ns]:
clkdlybuf4s50_1 0.77, buf_4 0.38, ha_1 0.30, fa_1 0.56, inv_1 0.05, fa_1 0.49
inv_1 0.06, fa_1 0.48, fa_1 0.57, fa_1 0.46, fa_1 0.50, inv_1 0.05
fa_1 0.48, inv_1 0.04, ha_1 0.32, a21oi_1 0.15, o21ai_0 0.13, a31o_2 0.30
and3_1 0.18, a221o_1 0.42, a41oi_2 0.31, o21ai_1 0.10, and4_1 0.20, o31ai_1 0.38
clkdlybuf4s50_1 0.55
==> layout make-up <==
cell class	instances	area, um^2	share of cell area
multi-input cells	1686	18630	0.8187
inverters	556	2087	0.09171
repair buffers	132	1186	0.05212
well taps	680	850.8	0.03739
diodes	1	2.502	0.0001100
Power is estimated from default activity; no workload was simulated.
