`run.sh`:
```
#!/bin/bash
# OpenROAD 26Q1-2900-gdf79404cd8, Yosys 0.63+post, stock flow scripts
make -C /OpenROAD-flow-scripts/flow DESIGN_CONFIG=/design/flow/config.mk WORK_HOME=/design/flow/orfs finish
```
`config.mk`:
```
export PLATFORM = sky130hd
export DESIGN_NAME = adc_top
export DESIGN_NICKNAME = adc_top
export VERILOG_FILES = /design/flow/design.v
export SDC_FILE = /design/flow/constraint.sdc
export NUM_CORES = 4
export LEC_CHECK = 1
export CORE_UTILIZATION = 30
```
`constraint.sdc`:
```
current_design adc_top

set clk_period 1.9
set clk_io_pct 0.2

create_clock -name clk0 -period $clk_period [get_ports {clk_i}]

set non_clock_inputs [all_inputs -no_clocks]
set_input_delay [expr $clk_period * $clk_io_pct] -clock clk0 $non_clock_inputs
set_output_delay [expr $clk_period * $clk_io_pct] -clock clk0 [all_outputs]
```
`design.v`:
```
`timescale 1ns / 1ps
module CLK(clk_i,rst_i,clk_o); 
input clk_i,rst_i;
output reg clk_o;
reg [6:0] counter;
always @(posedge clk_i or posedge rst_i)
    begin
      if(rst_i)
       begin
       counter<=7'd0;
       clk_o <= 1'b0;
       end
     else
       if(counter==7'd66)  
         begin
         counter<=7'd0;
         clk_o <= ~clk_o;
         end
      else
       begin
       counter <=counter+1'b1;
       end
   end
endmodule
`timescale 1ns / 1ps
module adc_eq(clk_adc,data_i,cs_o,data_o,rst_adc,garg);
input wire clk_adc;
input wire rst_adc;
input wire  data_i;
output wire cs_o;
output wire [3:0] garg;
output wire [11:0] data_o;	 
localparam
idle = 2'b00,
dps = 2'b01,
load = 2'b10;
reg [3:0] q_ac,q_next;
reg cs_ac,cs_next;
reg [1:0] estado_actl,estado_sgt;
reg [15:0] data_next,data_com;
always@ (posedge clk_adc, posedge rst_adc)
	if (rst_adc)
		begin
			estado_actl <= idle;
			q_ac <= 4'd0;
			cs_ac <= 1'b1;
			data_com <= 16'd0;
		end
	else
		begin
			estado_actl <= estado_sgt;
			q_ac <= q_next;
			cs_ac <= cs_next;
			data_com <= data_next;
		end
always @*
	begin
		estado_sgt = estado_actl;
		cs_next = cs_ac;
		q_next = q_ac;
		data_next = data_com;
		case (estado_actl)
			idle: 
				if (cs_next== 1'b1 )
					begin
						cs_next = 1'b0;
						estado_sgt = dps;
						data_next = {data_i,data_next [15:1]};
					end
			dps:
				begin
				if (q_next == 4'd15 )
					estado_sgt = load; 
				else
					begin
					data_next  = {data_i,data_next [15:1]};
					q_next = q_next + 1'b1;
					estado_sgt = dps;
					end
				end
			load:
				begin
					estado_sgt = idle;
					cs_next = 1'b1;
					q_next = 4'd0;
				end
		endcase
	end
assign data_o[11:0] = data_com[15:4];
assign garg [3:0]  = data_com[3:0];
assign cs_o = cs_ac;
endmodule
`timescale 1ns / 1ps
module adc_top(clk_i,rst_i,data_i,cs_sng,clk_o,garg,data_o);
	input wire clk_i;
	input wire rst_i;
	input wire data_i;
	output wire cs_sng;
	output wire clk_o; 
	output wire [3:0]garg;
	output wire [11:0]data_o;
wire clk_n;
CLK C (
    .clk_i(clk_i), 
    .rst_i(rst_i), 
    .clk_o(clk_n)
    );
adc_eq A (
    .clk_adc(clk_n), 
    .data_i(data_i),
    .cs_o(cs_sng), 
    .data_o(data_o), 
    .rst_adc(rst_i), 
    .garg(garg)
    );
assign clk_o = clk_n;	
endmodule
```
==> Slide: Implementation Results <==
Run Summary

GRT
  – Initial antenna violation count: 0
  – Grt total ovfl: 0
  – Maximum number of pins on one net before global-route repair: 26
  – Global-route wire length before repair: 3.78 mm
  – Vias in the first global route: 811
  – All-Layer GR Usage: 0.109

Run status
  – Status: finished clean

Floorplan
  – FP Rows: 23
  – Die Width: 67.9 µm
  – Initial Util: 0.319
  – Die Height: 67.9 µm
  – Core Area: 0.00409 mm²
  – Die ar.: 0.00461 mm²
  – I/O Pins: 21

Synthesis
  – Unique cell types: 26
  – Area leader, netlist: dfrtp_1
  – Yosys top cell by instances: dfrtp_1
  – Yosys synthesis chip area: 0.00130 mm²
  – Top cells by area: dfrtp_1, mux2_2, dfstp_2
  – Yosys warns: 2
  – Post-Syn Instances: 95
  – Post-Syn Area: 0.00130 mm²
  – Synth Flop Type: dfrtp_1
  – Ys cells: 95
  – Most frequent cells after synthesis: dfrtp_1, mux2_2, nand2_1, nor2_1, o21ai_0
  – Async set-or-reset flop fraction in the synthesized netlist: 1.00
  – Average size of a mapped cell: 13.7 µm²
  – EDFF count, synth: 0
  – Top-area cell share: 0.576
  – Synth Seq Share: 0.616
  – Yosys reg bits: 32

Placed design
  – GP Congestion: 0.784
  – Dpl hpwl: 1.55 mm
  – IO buf count: 20

Clocking
  – Setup repair bufs after CTS: 0
  – Root Buffer: clkbuf_8
  – H-tree depth: 1
  – Reg clk slew, reported paths: 40 ps
  – Post-CTS Resized: 0
  – Worst skew pair latency: 220 ps
  – TritonCTS clock tree: built
  – CTS Buffer Depth: 2
  – CTS Hold Bufs: 0
  – CTS buffer count: 3

Setup path
  – Max incr delay on CP: 460 ps
  – Launch point of the worst reg-to-reg path: C.counter[0]$_DFF_PP0_
  – R2R Setup Slk: 470 ps
  – CP Class: flip-flop to flip-flop
  – Worst Setup SP: C.counter[0]$_DFF_PP0_
  – Reg2reg end: C.clk_o$_DFFE_PP0N_
  – CP Max Fanout: 5
  – Slowest stage cell, crit path: nor3_1
  – Worst EP required: 1970 ps
  – Reg2reg path depth: 5
  – CP Data Arrival Time: 1500 ps
  – CP startpoint kind: flip-flop
  – Critical-path cell list: inv_1 -> ha_1 -> nand4bb_1 -> nor3_1 -> xor2_1
  – Kind of end point of the critical path: flip-flop

STA
  – Post-Route Setup TNS: 0 ps
  – Slew margin rel.: 0.436
  – Final hold vios: 0
  – RSZ-0062 raised after global routing: false
  – Count of unclocked register or latch pins: 24
  – Final period utilization: 0.754
  – Fin crit period: 1430 ps
  – Final setup violating endpoints: 0
  – WHS: 476 ps
  – Clock skew: 1.41 ps
  – Slew Limit Fails: 0
  – Slew @ Worst Pin: 843 ps
  – Endpoints left unconstrained: 41
  – Max Fclk: 698 MHz

Finish
  – Fillers: 381
  – Layout cell share with drive strength beyond 1: 0.218
  – Register area: 803 µm²
  – Gate Area: 470 µm²
  – Syn-to-layout area delta: 23.3%

Routing
  – Drc violations: 0
  – WL/cell: 12.6 µm
  – Routed wire length: 2.13 mm
  – Iteration count of the initial detailed-routing pass: 4
  – Via-per-instance ratio: 4.60
  – ANT nets after route: 0
  – Starting DRT DRC Count: 14
  – Routed vias: 778
  – Ant diodes: 0

Hold path
  – Hold Path Depth: 1
  – HP Class: flip-flop to flip-flop
  – Worst Hold End: C.counter[0]$_DFF_PP0_
  – Hold_sp: C.counter[0]$_DFF_PP0_

Job
  – Max-cap violation count: 0
  – OpenROAD warning count: 26

Power
  – P_leak: 0.764 nW
  – Worst IR Drop VDD: 0.000421 V
  – PwrDens: 240 mW/mm²
per-stage QoR:
| stage | cells | worst slack (ps) | cell area [µm²] | total power, mW | utilization |
|---|---|---|---|---|---|
| final | 169 | 468 | 1610 | 0.385 | 0.393 |
| after global routing | 169 | 328 | 1610 | 0.407 | 0.393 |
| after CTS | 169 | 434 | 1610 | 0.393 | 0.393 |
| after detailed placement | 166 | 459 | 1570 | 0.193 | 0.383 |
| after global placement | 166 | 542 | 1570 | 0.192 | 0.383 |
| after floorplan | 95 | 629 | 1300 | 0.183 | - |
logic make-up (layout without fill, tap and decap cells):
| group | after synthesis | in the layout | share of synthesized area |
|---|---|---|---|
| buf+inv | 5 | 29 | 0.0230 |
| flops | 32 | 32 | 0.616 |
| fa+ha+maj | 3 | 3 | 0.0288 |
| xor+xnor | 7 | 7 | 0.0470 |
| mux | 16 | 16 | 0.138 |
| compound gates | 11 | 11 | 0.0595 |
| simple gates | 21 | 21 | 0.0873 |
routing by layer:
metal	vias up	track usage	wire length, µm
li1	379	-	-
met1	391	0.176	1070
met2	8	0.170	1030
met3	0	0.0101	36
met4	0	0.0104	0
met5	-	0	0
state kept, by name, summed over array words and instances (netlist names):
register and flops:
A.cs_ac 1, A.data_com 16, A.estado_actl 3, A.q_ac 4, C.clk_o 1, C.counter 7
worst max-delay path, delay by kind of cell, from the launching register on:
kind / cells / cell delay, ps
xor+xnor: 1 / 130
fa+ha+maj: 1 / 130
buf+inv: 1 / 70
flops: 1 / 390
simple gates: 2 / 550
layout by cell type, fill, tap and decap left out, drive strengths merged:
cell type | Yosys | final
and3 | 1 | 1
clkbuf | 0 | 3
o31ai | 1 | 1
inv | 4 | 4
ha | 3 | 3
a21oi | 2 | 2
a211oi | 1 | 1
xnor2 | 3 | 3
dfstp | 2 | 2
clkdlybuf4s50 | 0 | 20
nor2 | 5 | 5
o21ai | 5 | 5
nand3 | 3 | 3
nor3b | 1 | 1
buf | 1 | 2
nand4bb | 1 | 1
nand2 | 5 | 5
or3 | 1 | 1
nand4 | 2 | 2
mux2 | 16 | 16
nor3 | 1 | 1
a21o | 1 | 1
nand2b | 1 | 1
o21bai | 1 | 1
xor2 | 4 | 4
dfrtp | 30 | 30
report_power, final:
part | internal, mW | switching, mW | leakage (nW) | total [mW]
Sequential | 0.171 | 0 | 0.429 | 0.171
Combinational | 0.00503 | 0.0133 | 0.313 | 0.0183
Clock | 0.137 | 0.0594 | 0.0216 | 0.196
final cells by class:
type                       instances  area share
clock buffer                       3      0.0257
inverter                           4     0.00934
multi-input combinational         58       0.293
sequential                        32       0.500
tap                               50      0.0389
timing repair buffer              22       0.134
how the worst max path moves through the flow:
stage | to | slack [ps] | cells past startpoint
4_1_cts | C.clk_o$_DFFE_PP0N_ | 430 | 5
5_1_grt | C.clk_o$_DFFE_PP0N_ | 330 | 5
6_report | C.clk_o$_DFFE_PP0N_ | 470 | 5
Power and IR drop assume default switching activity.
