[design/flow/config.mk]
export PLATFORM = sky130hd
export DESIGN_NAME = resgister_fil
export DESIGN_NICKNAME = resgister_fil
export VERILOG_FILES = /design/flow/design.v
export SDC_FILE = /design/flow/constraint.sdc
export NUM_CORES = 4
export LEC_CHECK = 1
export CORE_AREA = 10 10 95 95
export DIE_AREA = 0 0 105 105
[design/flow/run.sh]
#!/bin/bash
# OpenROAD 26Q1-2900-gdf79404cd8, Yosys 0.63+post, stock flow scripts
make -C /OpenROAD-flow-scripts/flow DESIGN_CONFIG=/design/flow/config.mk WORK_HOME=/design/flow/orfs finish
[design/flow/design.v]
`timescale 1ns / 1ps
module resgister_fil #(parameter largo = 24)(
	input wire clk,
	input wire rst,
	input wire [largo:0] data_i,
	output wire [largo:0] data_o
    );
reg [largo:0]data;
always @(posedge clk, posedge rst)
	if (rst)
		data = 0;
	else if (clk == 1)	
		data = data_i;
assign data_o = data;		
endmodule
[design/flow/constraint.sdc]
current_design resgister_fil

set clk_period 1.0
set clk_io_pct 0.2

create_clock -name clk0 -period $clk_period [get_ports {clk}]

set non_clock_inputs [all_inputs -no_clocks]
set_input_delay [expr $clk_period * $clk_io_pct] -clock clk0 $non_clock_inputs
set_output_delay [expr $clk_period * $clk_io_pct] -clock clk0 [all_outputs]
==> notes.md <==
Figures from the implementation reports.

- The run finished with clean final reports.
- The total via count in the routed design reads 422.
- For the worst setup path, the data required time is 800 ps.
- The chip width reads 105 um.
- The diode insertion count for antenna repair reads 0.
- After floorplanning, the die was sized to cover 11,000 um^2.
- The clock tree buffer depth is 2.
- The routed design shows a via density per instance of 2.36.
- The CTS tree reads done.
- The max-slew violation count reads 0.
- Traced cell by cell, the critical path runs through buf_2.
- Counting the fill cells in the layout gives 771.
- The critical path is of the reg2out type.
- The iteration tally of the first detailed-router pass is 2.
- The placer's final routability congestion estimate is 0.658.
- The pin closest to its max-slew limit shows a slew of 177 ps.
- Nets still carrying antenna violations after routing amount to 0.
- The number of resized instances in the post-cts repair step reads 78.
- In the floorplan report the effective utilization is 9.11%.
- The clock net sink count reads 25.
- The region available for standard cell placement spans 6910 um^2.
- The number of logic gates is 0.
- The y dimension of the die is 105 um.
- The type of destination of the critical path is an output port.
- In the final layout, the multi-input gates occupy 0 um^2.
- The number of unique standard cell types used by synthesis is 2.
- The shortest clock period the worst path allows after layout reads 952 ps.
- The clock transition time at the flip-flop clock pins of the worst setup and hold paths is 80 ps.
- The number of setup buffers added after CTS reads 0.
- The maximum number of pins on one net before global-route repair is 14.
- The DRC marker count from the first detailed-route iteration reads 38.
- The worst-case max-slew headroom was logged as 88.2%.
- The number of cell rows is 30.
- The tally of buffers added on design ports is 51.
- In this design, the stage delay of the slowest critical-path cell is 370 ps.
- Warnings reported by Yosys during synthesis add up to 1.
- The synthesized cell area reads 629 um^2.
- Grouping stages by cell kind, the critical path spends the most delay in flip-flops.
- Of the synthesized area, sequential elements account for 99.4%.
- The total cells reported by yosys after synthesis reads 26.
- Buffers inserted during clock tree synthesis total 3.
- The Yosys chip area is 629 um^2.
- Summing all flip-flop and latch instances after layout gives 626 um^2.
- The growth of design area from synthesis to finish reads 89.9%.
- The achievable clock frequency is 1.05 GHz.
- Endpoints with negative setup slack in the final report add up to 0.
- The overall global routing resource usage is 3.72%.
- The worst-case hold slack is 239 ps.
- The root cell of the clock tree is sky130_fd_sc_hd__clkbuf_8.
- The path type of the worst min-delay path is in2async.
- The via count of the first global-routing pass reads 474.
- The top-level port count reads 52.
- The routed wire length is 2100 um.
- The type of origin of the critical path is a flip-flop.
- The worst-case vdd ir drop reads 0.000350 V.
- Counting endpoints that fail hold in the final report gives 0.
- The remaining global-route overflow reads 0.
- The register bit total from synthesis reads 25.
- The max-capacitance violation count reads 0.
- Together, buffers and inverters on the worst path number 1.
- A synthesized cell averages 24.2 um^2.
- The final-layout setup total negative slack reads 0 ps.
- The flow reported a cell area power density of 1520 nW/um^2.
- The detailed-route wire length per cell reads 11.8 um.
- The top cell types in the final layout, fill and taps aside, are sky130_fd_sc_hd__clkdlybuf4s50_1, sky130_fd_sc_hd__dfrtp_1, sky130_fd_sc_hd__buf_2, sky130_fd_sc_hd__clkbuf_8, sky130_fd_sc_hd__buf_4.
- The fraction of layout cells with a size suffix above 1 is 36.1%.
- Among all stages on the critical path, the largest delay is contributed by sky130_fd_sc_hd__dfrtp_1.
- For this design the static power due to leakage is 0.529 nW.
- Setup repair after global routing left no endpoint under its margin.
- The final cycle utilization of the critical path reads 95.2%.
- CTS built an H-tree with a depth of 1.
- By instance count after routing, the leading logic cell type is sky130_fd_sc_hd__clkdlybuf4s50_1.
- The post-synthesis cell count is 26.
- The maximum fanout along the worst path reads 1.
- The arrival time of data at the critical path endpoint reads 750 ps.
- The flip-flop count of the largest register, all copies and words added reads 25.
- The number of antenna violations at the first check in global routing was 0.
- The first-pass GRT wire length reads 3230 um.
- The remaining design rule violation count is 0.
- The number of hold buffers added after CTS is 0.
- Warnings raised by the tools during the run amount to 25.
-- power breakdown --
| part | switching (W) | internal, W | leakage (nW) |
|---|---|---|---|
| Sequential | 0.0000104 | 0.00106 | 0.291 |
| Clock | 0.000290 | 0.000284 | 0.0228 |
| Combinational | 0.0000458 | 0.000125 | 0.215 |
| Total | 0.000347 | 0.00147 | 0.529 |
-- kinds of logic after synthesis --
family   synth area share (%)
buf+inv                 0.596
flops                    99.4
-- cell type report --
cell class | instances | area share (%)
flip-flops and latches | 25 | 52.4
repair buffers | 53 | 33.5
well taps | 96 | 10.1
clock buffers | 4 | 3.77
inverters | 1 | 0.314
-- per-layer routing --
layer,vias up,GRT usage [%],part of all wire (%)
met5,-,0,0
met4,0,1.08,3.3
met3,5,0.745,3.6
met2,13,7.47,63
met1,214,3.68,30
li1,190,-,-
-- final timing paths --
path	from	endpoint	slack, ps	cells after the start
max	data[13]	data_o[13]	50	1
min	rst	data[9]	240	3
max in group asynchronous	rst	data[20]	590	3
min in group clk0	data_i[21]	data[21]	370	1
-- per-stage QoR --
step / power (W) / cell area, um^2 / utilization [%] / instances / setup slack (ps)
finish: 0.00182 / 1190 / 17.3 / 179 / 48.4
global route: 0.00193 / 1190 / 17.3 / 179 / 7.36
CTS: 0.00185 / 1190 / 17.3 / 179 / 32.6
detailed placement: 0.00132 / 1270 / 18.5 / 175 / 4.85
global placement: 0.00132 / 1270 / 18.5 / 175 / 7.17
floorplan: 0.00109 / 629 / - / 26 / 308
-- synthesized netlist by cell type --
library cell               n  area [um^2]
sky130_fd_sc_hd__inv_1     1         3.75
sky130_fd_sc_hd__dfrtp_1  25          626
No activity file was given, so power comes from the tool's default toggle rates.
